<file path="flow/design.v">
interface tap_interface(input logic TCLK);
    logic TRST, TMS;     
    logic [3:0] STATE;   
endinterface
module tap_controller ( 
    input TCLK, TRST, TMS, 
    output [3:0] STATE
    );
    parameter [3:0] Test_logic_reset = 4'd0;
    parameter [3:0] Run_test_idle = 4'd1;
    parameter [3:0] Select_DR_scan = 4'd2;
    parameter [3:0] Capture_DR = 4'd3;
    parameter [3:0] Shift_DR = 4'd4;
    parameter [3:0] Exit1_DR = 4'd5;
    parameter [3:0] Pause_DR = 4'd6;
    parameter [3:0] Exit2_DR = 4'd7;
    parameter [3:0] Update_DR = 4'd8;
    parameter [3:0] Select_IR_scan = 4'd9;
    parameter [3:0] Capture_IR = 4'd10;
    parameter [3:0] Shift_IR = 4'd11;
    parameter [3:0] Exit1_IR = 4'd12;
    parameter [3:0] Pause_IR = 4'd13;
    parameter [3:0] Exit2_IR = 4'd14;
    parameter [3:0] Update_IR = 4'd15;
    reg [3:0] currentState, nextState;
    assign STATE = currentState;
    always@(posedge TCLK) begin  
        if(TRST)
            currentState <= Test_logic_reset;
        else 
            currentState <= nextState;
    end
    always @(currentState, TMS) begin 
        case(currentState)
            Test_logic_reset: begin
                if(TMS == 1)
                    nextState = Test_logic_reset;
                else 
                    nextState = Run_test_idle;
            end
            Run_test_idle: begin
                if(TMS == 1)
                    nextState = Select_DR_scan;
                else 
                    nextState = Run_test_idle;
            end
            Select_DR_scan: begin
                if(TMS == 1)
                    nextState = Select_IR_scan;
                else 
                    nextState = Capture_DR;
            end
            Capture_DR: begin
                if(TMS == 1)
                    nextState = Exit1_DR;
                else 
                    nextState = Shift_DR;
            end
            Shift_DR: begin
                if(TMS == 1)
                    nextState = Exit1_DR;
                else 
                    nextState = Shift_DR;
            end
            Exit1_DR: begin
                if(TMS == 1)
                    nextState = Update_DR;
                else 
                    nextState = Pause_DR;
            end
            Pause_DR: begin
                if(TMS == 1)
                    nextState = Exit2_DR;
                else 
                    nextState = Pause_DR;
            end
            Exit2_DR: begin
                if(TMS == 1)
                    nextState = Update_DR;
                else 
                    nextState = Shift_DR;
            end
            Update_DR: begin
                if(TMS == 1)
                    nextState = Select_DR_scan;
                else 
                    nextState = Run_test_idle;
            end
            Select_IR_scan: begin
                if(TMS == 1)
                    nextState = Test_logic_reset;
                else 
                    nextState = Capture_IR;
            end
            Capture_IR: begin
                if(TMS == 1)
                    nextState = Exit1_IR;
                else 
                    nextState = Shift_IR;
            end
            Shift_IR: begin
                if(TMS == 1)
                    nextState = Exit1_IR;
                else 
                    nextState = Shift_IR;
            end
            Exit1_IR: begin
                if(TMS == 1)
                    nextState = Update_IR;
                else 
                    nextState = Pause_IR;
            end
            Pause_IR: begin
                if(TMS == 1)
                    nextState = Exit2_IR;
                else 
                    nextState = Pause_IR;
            end
            Exit2_IR: begin
                if(TMS == 1)
                    nextState = Update_IR;
                else 
                    nextState = Shift_IR;
            end
            Update_IR: begin
                if(TMS == 1)
                    nextState = Select_DR_scan;
                else 
                    nextState = Run_test_idle;
            end
        endcase
    end
endmodule
</file>
<file path="flow/run.sh">
#!/bin/bash
# OpenROAD 26Q1-2900-gdf79404cd8, Yosys 0.63+post, stock flow scripts
make -C /OpenROAD-flow-scripts/flow DESIGN_CONFIG=/design/flow/config.mk WORK_HOME=/design/flow/orfs finish
</file>
<file path="flow/config.mk">
export PLATFORM = sky130hd
export DESIGN_NAME = tap_controller
export DESIGN_NICKNAME = tap_controller
export VERILOG_FILES = /design/flow/design.v
export SDC_FILE = /design/flow/constraint.sdc
export NUM_CORES = 4
export LEC_CHECK = 1
export CORE_AREA = 10 10 70 70
export DIE_AREA = 0 0 80 80
</file>
<file path="flow/constraint.sdc">
current_design tap_controller

set clk_period 1.4
set clk_io_pct 0.2

create_clock -name clk0 -period $clk_period [get_ports {TCLK}]

set non_clock_inputs [all_inputs -no_clocks]
set_input_delay [expr $clk_period * $clk_io_pct] -clock clk0 $non_clock_inputs
set_output_delay [expr $clk_period * $clk_io_pct] -clock clk0 [all_outputs]
</file>
==> flow_summary.json <==
{
  "p_int_uw": 263.0,
  "clock_power_share": 0.402,
  "cts_tree": "yes",
  "ys_ff": 4,
  "clock-sinks": 4,
  "yosys_area_um2": 300.3,
  "relSlewSlack": 0.8223,
  "ys_sh_simple": 0.2792,
  "topCombFamilyByArea": "AND-OR/OR-AND gates",
  "first_pass_iters": 4,
  "drc": 0,
  "power_density_nw_per_um2": 767.2,
  "ys_cells": 37,
  "min_from": "currentState[3]",
  "fin_crit_ns": 1.340,
  "core_um2": 3416,
  "required_ns": 1.12,
  "top_register": "currentState",
  "vias_per_cell": 3.574,
  "grt_usage": 0.02387,
  "switching_share": 0.2615,
  "crit_start": "currentState[3]",
  "synthToLayoutAreaGrowth_pct": 54.58,
  "max-clock-path-buffers": 2,
  "rsz0062_at_grt": "no",
  "worstSetupStartpointType": "flip-flop",
  "dp_hpwl_um": 588,
  "clk_pin_slew_ns": 0.04,
  "synthMuxAreaShare": 0,
  "tool_warnings": 25,
  "cts-htree-levels": 1,
  "holdWs_ns": 0.5396,
  "place.gp.congestion": 0.7583,
  "antenna_found_initial": 0,
  "rows": 21,
  "ir_drop_mv": 0.1419,
  "p_leak_nw": 0.1535,
  "via_count": 336,
  "aoi_share": 0.3417,
  "port_buffers": 6,
  "path_buffers": 1,
  "routedWlPerCell_um": 8.277,
  "path_delay_family": "buffers and inverters",
  "dieArea_um2": 6400,
  "ys_seq_share": 0.2667,
  "fillers": 402,
  "grt_pass1_wl_um": 1248,
  "p_switching_uw": 93.13,
  "ios": 7,
  "drive_above_1_share": 0.3125,
  "synth_cell_types": 24,
  "synth_warnings": 1,
  "diodes": 0,
  "crit_path_top_delay_cell": "clkdlybuf4s50_1",
  "clk_latency_ns": 0.24,
  "avgSynthCellArea_um2": 8.116,
  "largest_register_ff_count": 4,
  "synth_area_um2": 300.3,
  "crit_path_max_incr_delay_ns": 0.48,
  "hp-class": "flip-flop to flip-flop",
  "critPathKind": "flip-flop to output port",
  "final_util": 0.1359,
  "crit_path_max_fanout": 6,
  "outcome": "complete, no violations",
  "setup-violations-final": 0,
  "adder_share": 0,
  "drv_slew": 0,
  "worst_setup_path_end_kind": "output port",
  "root_buffer": "clkbuf_4",
  "power_uw": 356.1,
  "wirelength_um": 778,
  "first_global_vias": 272,
  "finalCritPeriodShare": 0.9574,
  "synth-xor-area-share": 0,
  "hold_viol": 0,
  "path_cells": "clkdlybuf4s50_1",
  "hold_buffers": 0,
  "syn_inst": 37,
  "pwr-share-comb": 0.246,
  "postCtsSetupBuffers": 0,
  "comb_area_um2": 186.4,
  "grt_overflow": 0,
  "regToRegStartpoint": "currentState[2]",
  "antenna_left": 0,
  "die_height_um": 80,
  "cp.arrival_ns": 1.06,
  "worstMarginPinSlew_ns": 0.2666,
  "grt_max_degree": 15,
  "top_regs": "currentState: 4 flops",
  "sequentialPowerShare": 0.352,
  "fin_skew_ns": 0.004157,
  "fp_util": 0.08791,
  "drtIter0Drc": 11,
  "max_freq_mhz": 746.1,
  "regArea_um2": 81.33,
  "cap_viol_max_count": 0,
  "die_w_um": 80,
  "cts_buffers": 3,
  "finalSetupTns_ns": 0
}
==> path summary, 6_finish.rpt <==
check / endpoint / slack, ns / cells after the start
hold / removal: currentState[0] / 0.54 / 2
setup reg to reg: currentState[3] / 0.27 / 4
hold reg to reg: currentState[0] / 0.54 / 2
setup / recovery: STATE[3] / 0.06 / 1
==> per-layer routing <==
| layer | track usage | vias to the layer above | wire length [um] |
|---|---|---|---|
| met5 | 0 | - | 0 |
| met4 | 0.008803 | 0 | 27 |
| met3 | 0.02159 | 2 | 119 |
| met2 | 0.02648 | 14 | 276 |
| met1 | 0.03065 | 160 | 353 |
| li1 | - | 160 | - |
==> worst min-delay path, delay by kind of cell, from the launching register on <==
kind	cells	cell delay, ns
compound gates	2	0.15
flops	1	0.33
==> Yosys cell counts <==
library cell	count	area share
nor2_1	3	0.037
a311oi_1	1	0.029
a2111oi_2	1	0.050
or2_2	1	0.021
a21oi_1	3	0.050
inv_1	3	0.037
o21ai_2	1	0.029
a31oi_1	1	0.021
a221oi_1	1	0.029
or2b_1	1	0.025
nor4_1	1	0.021
o21ai_0	2	0.033
buf_4	1	0.025
nand2b_1	1	0.021
dfxtp_1	4	0.27
o211ai_1	2	0.050
nor3b_1	1	0.025
nor4b_2	2	0.10
a211oi_1	1	0.025
nand2_1	1	0.012
clkbuf_2	1	0.017
buf_2	2	0.033
o31ai_1	1	0.025
nand3_1	1	0.017
==> stage by stage <==
step	cell area, um^2	cells	worst slack, ns
6_report	464.2	94	0.05961
5_1_grt	464.2	94	0.008215
4_1_cts	464.2	94	0.03672
3_5_place_dp	440.4	91	-0.1090
3_3_place_gp	440.4	91	-0.04423
2_1_floorplan	300.3	37	0.3855
==> cells in the final DEF, fill, tap and decap left out <==
master	Yosys	final
clkdlybuf4s50_1	0	6
nand3_1	1	1
a31oi_1	1	1
a2111oi_2	1	1
nand2_1	1	1
nor4b_2	2	2
nor2_1	3	3
dfxtp_2	0	1
inv_1	3	3
a311oi_1	1	1
clkbuf_4	0	3
o211ai_1	2	2
o21ai_0	2	2
or2b_1	1	1
a221oi_1	1	1
nor3b_1	1	1
o31ai_1	1	1
or2_2	1	1
nand2b_1	1	1
o21ai_2	1	1
dfxtp_1	4	3
nor4_1	1	1
buf_4	1	6
a21oi_1	3	3
a211oi_1	1	1
==> logic make-up after synthesis <==
logic type / Yosys count
simple gates: 12
buf+inv: 7
flops: 4
compound gates: 14
==> final cells by class <==
class,count,area share
clock buffers,3,0.04852
inverters,3,0.02426
multi-input cells,26,0.4016
flip-flops and latches,4,0.1752
well taps,46,0.1240
repair buffers,12,0.2264
==> power by group through the flow <==
| stage | sequential, mW | combinational (mW) | clock (mW) |
|---|---|---|---|
| CTS | 0.125 | 0.0877 | 0.151 |
| global route | 0.126 | 0.0967 | 0.156 |
| finish | 0.125 | 0.0877 | 0.143 |
==> repair_timing <==
| item | CTS | global route |
|---|---|---|
| endpoints found under the hold margin | 0 | 0 |
| endpoints found under the setup margin | 1 | 0 |
| gates resized | 1 | 0 |
Power figures rest on the tool's default switching activity, not on a simulated workload.
